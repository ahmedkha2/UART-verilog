<file path="flow/design.v">
module COUNTER (
  input 		enable, CLK, RST,
  input  [4:0]		prescale,
  output reg [3:0]	bit_cnt,
  output reg [2:0]	edge_cnt
);
always@(posedge CLK or negedge RST)
  begin
    if(!RST) begin
	bit_cnt <= 2'b00;
	edge_cnt <= 3'b000;
    end
    else if (prescale == 5'b00100 && enable) begin  
	if (edge_cnt == 3'b011) begin
	  edge_cnt <= 3'b000;
	  bit_cnt <= bit_cnt + 1; 
	end
	else begin
	  edge_cnt <= edge_cnt + 1;
	end
    end	
    else if (prescale == 5'b01000 && enable) begin  
	if (edge_cnt == 3'b111) begin
	  edge_cnt <= 3'b000;
	  bit_cnt <= bit_cnt + 1; 
	end
	else begin
	  edge_cnt <= edge_cnt + 1;
	end
    end	
    else begin
	bit_cnt <= 4'b0000;
	edge_cnt <= 3'b000;
    end
  end
endmodule
module DESERIALIZER #(parameter IN_width = 8)(
  input [2:0]		     edge_cnt,
  input 		     sampled_bit,
  input                      deser_en,
  input [4:0]		     prescale,
  input                      CLK,RST,
  output reg [IN_width-1:0]  P_DATA);
integer               x;
reg [3:0]             counter = 4'b1000;
reg [IN_width-1:0]    data = 'b0;
always @ (posedge CLK or negedge RST) begin
  if (!RST) begin
    P_DATA <= 0;
  end
  else if (deser_en && counter != 4'b0000) begin
    if (prescale == 5'b00100 && edge_cnt == 3'b011) begin
	data[7] <= sampled_bit;
        for (x=6; x>=0; x=x-1) begin
          data[x] <= data[x+1];
        end
        counter <= counter - 1;
    end
    else if (prescale == 5'b01000 && edge_cnt == 3'b111) begin
	data[7] <= sampled_bit;
        for (x=6; x>=0; x=x-1) begin
          data[x] <= data[x+1];
        end
        counter <= counter - 1;
    end
  end
  else if (counter == 4'b0000) begin
  	P_DATA <= data;
	counter <= 4'b1000;
  end
  else begin
  	P_DATA <= P_DATA;
  end
end
endmodule 
module FSM (
  input               PAR_EN, RX_IN, 
  input [4:0]	      prescale,
  input [3:0]	      bit_cnt,
  input [2:0]	      edge_cnt,
  input               par_err, strt_glitch, stp_err,
  input               CLK, RST,
  output reg          dat_samp_en, enable, deser_en, data_valid,
  output reg          stp_chk_en, strt_chk_en, par_chk_en
);
localparam [2:0]  IDLE 	= 3'b000,
                  START = 3'b001,
                  DATA 	= 3'b010,
                  PAR 	= 3'b011,
                  STOP 	= 3'b100,
                  VALID	= 3'b101;
reg [2:0] C_S, N_S;
reg [2:0] ed = 3'b000; 
always@(posedge CLK or negedge RST)
  begin
    if(!RST)
      C_S <= IDLE;
    else
      C_S <= N_S;
  end
always @ (*) begin
      dat_samp_en = 1'b0;
      enable = 1'b0;
      deser_en = 1'b0;
      data_valid = 1'b0;
      stp_chk_en = 1'b0;
      strt_chk_en = 1'b0;
      par_chk_en = 1'b0;
  if (prescale == 5'b01000) begin
    ed = 3'b111;
  end
  else begin
    ed = 3'b011;
  end
  case (C_S)
    IDLE:begin
      dat_samp_en = 1'b0;
      enable = 1'b0;
      deser_en = 1'b0;
      data_valid = 1'b0;
      stp_chk_en = 1'b0;
      strt_chk_en = 1'b0;
      par_chk_en = 1'b0;
      if (!RX_IN) begin
        strt_chk_en = 1'b1;
        enable = 1'b1;
        dat_samp_en = 1'b1;
        N_S = START;
      end
      else begin
        N_S = IDLE;
      end
    end
    START: begin
      dat_samp_en = 1'b1;
      enable = 1'b1;
      deser_en = 1'b0;
      data_valid = 1'b0;
      stp_chk_en = 1'b0;
      strt_chk_en = 1'b1;
      par_chk_en = 1'b0;
      if(bit_cnt == 4'b0000 && edge_cnt == ed) begin
       if (!strt_glitch) begin 
        N_S = DATA;
       end
       else begin
	N_S = IDLE;
       end
      end
      else begin
       N_S = START;
      end
    end
    DATA: begin
      dat_samp_en = 1'b1;
      data_valid = 1'b0;
      stp_chk_en = 1'b0;
      enable = 1'b1;
      strt_chk_en = 1'b0;
      deser_en = 1'b1;
      par_chk_en = 1'b0;
      if(bit_cnt == 4'b1000 && edge_cnt == ed) begin
       if (PAR_EN) begin
	N_S = PAR;
       end
       else begin
	N_S = STOP;
       end
      end
      else begin
	N_S = DATA;
      end
    end
    PAR: begin
      dat_samp_en = 1'b1;
      data_valid = 1'b0;
      stp_chk_en = 1'b0;
      enable = 1'b1;
      strt_chk_en = 1'b0;
      deser_en = 0;
      par_chk_en = 1'b1;
      if(bit_cnt == 4'b1001 && edge_cnt == ed) begin
       if (!par_err) begin
	N_S = STOP;
       end
       else begin
	N_S = IDLE;
       end
      end
      else begin
       N_S = PAR;
      end    
    end
    STOP: begin
      dat_samp_en = 1'b1;
      data_valid = 1'b0;
      enable = 1'b1;
      strt_chk_en = 1'b0;
      deser_en = 0;
      par_chk_en = 1'b0;
      stp_chk_en = 1'b1;
      if(bit_cnt == 4'b1010 && edge_cnt == ed) begin
       if (!stp_err) begin
	N_S = VALID;
       end
       else begin
	N_S = IDLE;
       end
      end
      else begin
       N_S = STOP;
      end 
    end
    VALID: begin
      strt_chk_en = 1'b0;
      deser_en = 0;
      par_chk_en = 1'b0;
      enable = 1'b0;
      dat_samp_en = 1'b0;
      data_valid = 1'b1;
      stp_chk_en = 1'b0;
      if (!RX_IN) begin
	N_S = START;
      end
      else begin
	N_S = IDLE;
      end
    end
    default: N_S = IDLE;
  endcase
end
endmodule  
module PSS_CHK (
input 		sampled_bit, PAR_TYP,
input [7:0]	P_DATA,
input 		par_chk_en, strt_chk_en, stp_chk_en,
output reg	par_err, strt_glitch, stp_err
);
reg par;
always@(*)
begin
par_err = 1'b0;
strt_glitch = 1'b0;
stp_err = 1'b0;
 if (strt_chk_en) begin
  strt_glitch = (sampled_bit != 0);
 end
 else if (par_chk_en) begin
  par = ^P_DATA;
  if (PAR_TYP) begin
   par_err = (par == sampled_bit);
  end
  else begin
   par_err = (!par == sampled_bit);
  end
 end
 else if (stp_chk_en) begin
  stp_err = (sampled_bit != 0);
 end
 else begin
  {par_err, strt_glitch, stp_err} = 1'b0;
 end
end
endmodule 
module SAMPLE (
 input		RX_IN, dat_samp_en,
 input [2:0]	edge_cnt,
 input [4:0]	prescale,
 input 		CLK,RST,
 output reg 	sampled_bit
);
integer 	x;
reg [2:0]	AVG;
always@(posedge CLK or negedge RST)
begin
 if (!RST) begin
  sampled_bit <= 1'b1;
 end
 else if (dat_samp_en && prescale == 5'b00100 && edge_cnt == 3'b010) begin
  sampled_bit <= RX_IN;
 end
 else if (prescale == 5'b01000 && dat_samp_en) begin
  sampled_bit <= (AVG[0]&AVG[1] | AVG[1]&AVG[2] | AVG[0]&AVG[2]);
 end
 else begin
  sampled_bit <= 1'b1;
 end
end
always@(posedge CLK or negedge RST)
begin
  if(!RST) begin
   AVG <= 3'b0;
  end
  else begin
   if(dat_samp_en) begin
     if(edge_cnt == 3'b011) begin
      AVG[0] <= RX_IN;
     end
     else if(edge_cnt == 3'b100) begin
      AVG[1] <= RX_IN;
     end
     else if(edge_cnt == 3'b101) begin
      AVG[2] <= RX_IN;
     end
   end
   else begin
    AVG <= 3'b0;
   end
  end
end
endmodule 
module UART_RX (
input 			PAR_EN, PAR_TYP,
input 			RX_IN, CLK, RST,
input [4:0]		prescale,
output [7:0]		P_DATA,
output 			data_valid
);
wire 			dat_samp_en, enable, par_chk_en, strt_chk_en, stp_chk_en, deser_en;
wire			par_err, strt_glitch, stp_err, sampled_bit;
wire [3:0]		bit_cnt;
wire [2:0] 		edge_cnt;
FSM fsm (
.PAR_EN(PAR_EN), .RX_IN(RX_IN), .bit_cnt(bit_cnt),
.CLK(CLK), .RST(RST), .prescale(prescale),
.edge_cnt(edge_cnt), .par_err(par_err), .strt_glitch(strt_glitch),
.stp_err(stp_err), .dat_samp_en(dat_samp_en), .enable(enable),
.deser_en(deser_en), .data_valid(data_valid), .stp_chk_en(stp_chk_en),
.strt_chk_en(strt_chk_en), .par_chk_en(par_chk_en)
);
SAMPLE sample (
.RX_IN(RX_IN), .dat_samp_en(dat_samp_en), .edge_cnt(edge_cnt),
.CLK(CLK), .RST(RST),
.prescale(prescale), .sampled_bit(sampled_bit)
);
DESERIALIZER deser (
.sampled_bit(sampled_bit), .deser_en(deser_en), .P_DATA(P_DATA), .prescale(prescale), .edge_cnt(edge_cnt),
.CLK(CLK), .RST(RST)
);
COUNTER counter (
.enable(enable), .prescale(prescale), .bit_cnt(bit_cnt),
.CLK(CLK), .RST(RST),
.edge_cnt(edge_cnt)
);
PSS_CHK check (
.sampled_bit(sampled_bit), .PAR_TYP(PAR_TYP), .P_DATA(P_DATA),
.par_chk_en(par_chk_en), .strt_chk_en(strt_chk_en), .stp_chk_en(stp_chk_en), 
.par_err(par_err), .strt_glitch(strt_glitch), .stp_err(stp_err)
);
endmodule 
</file>
<file path="flow/run.sh">
#!/bin/bash
# OpenROAD 26Q1-2900-gdf79404cd8, Yosys 0.63+post, stock flow scripts
make -C /OpenROAD-flow-scripts/flow DESIGN_CONFIG=/design/flow/config.mk WORK_HOME=/design/flow/orfs finish
</file>
<file path="flow/config.mk">
export PLATFORM = sky130hd
export DESIGN_NAME = UART_RX
export DESIGN_NICKNAME = UART_RX
export VERILOG_FILES = /design/flow/design.v
export SDC_FILE = /design/flow/constraint.sdc
export NUM_CORES = 4
export LEC_CHECK = 1
export CORE_AREA = 10 10 111 111
export DIE_AREA = 0 0 121 121
</file>
<file path="flow/constraint.sdc">
current_design UART_RX

set clk_period 2.7
set clk_io_pct 0.2

create_clock -name clk0 -period $clk_period [get_ports {CLK}]

set non_clock_inputs [all_inputs -no_clocks]
set_input_delay [expr $clk_period * $clk_io_pct] -clock clk0 $non_clock_inputs
set_output_delay [expr $clk_period * $clk_io_pct] -clock clk0 [all_outputs]
</file>
==> git commit body <==
Refresh implementation metrics

* Number of hold buffers added after cts: 0
- The later pin in the worst-skew pair is clocked with a latency of 290 ps.
* CTS root buf: sky130_fd_sc_hd__clkbuf_8
* Total grt overflow: 0
* Inserted Clock Buffers: 5
- The final weighted congestion recorded by global placement is 0.878.
- The final critical path takes up 79.4% of the cycle.
- Total number of placement rows: 36
- Synthesis-to-finish area growth: 25.5%
- The routed design shows a wire length per standard cell of 11.8 um.
- For this run, the detailed router reports a per-instance via density of 4.12.
* First drt pass iteration count: 4
- The worst register-to-register path has a setup slack of between 800 and 900 ps.
* Number of hold violations in the final report: 0
- The synthesized netlist handed to floorplanning was reported with a cell count of 168.
- The slew check shows that the tightest pin keeps a relative margin of 70.9%.
* Maximum number of pins on one net before global-route repair: 16
- Tally of max-capacitance violations: 0
- Crit path to: counter.bit_cnt[3]$_DFFE_PN0P_
- Vias after detailed routing: 1364
- The sequential cells in the finished layout cover a total of 988 um^2.
- Chip area in the Yosys report: 1950 um^2
- Count of library flops with an enable pin: 12
* Number of warning messages in the logs: 33
- Share of flip-flops with an asynchronous set or reset: 67.6%
- Post-synth seq share: approximately half
- Once detailed placement completed, the half-perimeter wirelength came to 2950 um.
- Final Max Tran Viols: 0
- After synthesis, the mean cell area works out to between 10 and 15 um^2.
- After the first detailed-routing iteration, the DRC count stood at ~55.
- Number of placed I/O pins: 19
- Fraction of final layout cells with drive strength greater than 1: 16.7%
* Critical-path maximum fanout: 7
* Sum Neg Setup Slack: 0 ps
- Per the cell usage report, the commonest logic cell in the layout is sky130_fd_sc_hd__dfrtp_1.
- In this run, post-CTS repair resized a total of 0 instances.
* Residual antenna-violating net count after detailed routing: 0
- Buffers added to address setup during post-CTS repair amount to 0.
* Pwr per Cell Area: 452 nW/um^2
- Final wirelength: between 3000 and 4000 um
- Leakage dissipation: 0.981 nW
* H-Tree Level Count: 2
- Final worst path period need: 2140 ps
- Maximum number of buffers from clock root to sink: 2
* N_diodes: 0
* Element type at the critical path start: input pin
* Sinks on Clock Net: 37
- Area of the mapped netlist: 1950 um^2
- Global-route wire length before repair: 6820 um
* Count of cells along the worst register-to-register path: 6
- Synthesis-stage register bit count: 37
- The via count of the first global-routing pass was roughly 1400.
* Category of the worst setup path capture point: register
- Die height: 121 um
* Post-route clock skew: roughly 6.3 ps
* DRC: 0
- Full die area: 14600 um^2
* Initial antenna violation count: 0
- After synthesis, the design contains 168 cells according to Yosys.
* Area of the multi-input gates: 910 um^2
- In the synthesized netlist the dominant register cell turns out to be sky130_fd_sc_hd__dfrtp_1.
* Hold Path Class: reg -> reg
- Crit path from: RX_IN
- The core region is 9860 um^2.
- Required time worst endpoint: 2890 ps
- Number of fillers in the final layout: 1017
- In the setup report, the worst path falls into the class in -> reg.
- GRT Resource Usage Total: 5.64%
- Across the VDD grid, the largest voltage drop is between 0.2 and 0.25 mV.
* FMAX: 466 MHz
- The registers of the reported paths see a clock transition of 80 ps.
- Setup repair after global routing left no endpoint under its margin.
- Critical register-to-register path endpoint: deser.counter[3]$_SDFFCE_PN1P_
* Commonest non-fill, non-tap cells in the layout: 23 x sky130_fd_sc_hd__dfrtp_1, 18 x sky130_fd_sc_hd__clkdlybuf4s50_1, 13 x sky130_fd_sc_hd__inv_1
- Reg-to-reg startpoint: deser.counter[0]$_SDFFCE_PN0P_
* Result of the run: complete, no violations
- For the worst setup path, the data arrival time is 2330 ps.
- Final-layout worst hold slack: 453 ps
* Horizontal die size: 121 um
- Count of input and output buffers: 18
- TritonCTS clock tree: done
- The pin closest to its max-slew limit shows a slew of 434 ps.
* Initial standard-cell utilization of the core: 19.8%
- Yosys printed 5 warnings.
- Endpoints with negative setup slack in the final report add up to 0.
- Number of distinct library cell variants in the gate-level netlist after synthesis: roughly 50
metal layers:
| metal | up-vias | part of all wire, % | track usage [%] |
|---|---|---|---|
| met5 | - | 0 | 0 |
| met2 | 31 | 41 | 7.89 |
| met1 | 658 | 49 | 8.28 |
| li1 | 670 | - | - |
| met4 | 0 | 1.3 | 0.754 |
| met3 | 5 | 8.0 | 2.17 |
kinds of logic after synthesis:
family,Yosys count,share of synthesized area (%)
buf+inv,15,2.88
fa+ha+maj,13,8.19
mux,12,6.66
simple gates,51,16.3
flops,37,50.6
compound gates,32,11.1
xor+xnor,8,4.29
synth_stat cells, drive strengths merged, types with 4 or more instances:
cell     n  area share [%]
nand2    6             1.2
mux2     8             4.6
mux2i    4             2.0
nor2     9             1.7
edfxtp  12              18
o21ai    8             2.4
xnor2    6             2.7
nor3     5             1.5
dfrtp   23              29
a21oi    8             2.0
nand3    5             1.5
ha      12             7.7
nand3b   4             1.5
nor2b    4             1.4
inv     13             2.5
power breakdown:
part           switching (mW)  internal, mW
Combinational          0.0208        0.0211
Clock                   0.212         0.277
Sequential            0.00210         0.578
critical path: stages:
cell and delay, ps:
sky130_fd_sc_hd__clkdlybuf4s50_1 640, sky130_fd_sc_hd__nor2b_2 130, sky130_fd_sc_hd__or4_4 520, sky130_fd_sc_hd__o21ai_1 270, sky130_fd_sc_hd__a2111o_1 180, sky130_fd_sc_hd__o21ai_2 50
final cells by class:
cell class / instances / share of cell area, %
clock buffers: 5 / 2.80
flip-flops and latches: 37 / 40.3
inverters: 13 / 1.99
repair buffers: 24 / 9.18
multi-input cells: 116 / 37.1
clock inverters: 3 / 1.89
well taps: 133 / 6.78
worst min path at each step:
stage                 slack (ps)  cells past startpoint                       to                     from
final                        450                      0  deser.data[6]$_DFFE_PP_  deser.data[7]$_DFFE_PP_
after CTS                    460                      0  deser.data[6]$_DFFE_PP_  deser.data[7]$_DFFE_PP_
after global routing         480                      0  deser.data[5]$_DFFE_PP_  deser.data[6]$_DFFE_PP_
flip-flops by register name (all words and copies together), names as in the netlist:
register / count
deser.data: 8
counter.bit_cnt: 4
fsm.C_S: 6
counter.edge_cnt: 3
deser.counter: 4
deser.P_DATA: 8
sample.AVG: 3
sample.sampled_bit: 1
stage by stage:
stage / utilization, % / cell area (um^2) / total power [mW] / std cells / setup slack [ps]
floorplan: - / 1950 / 0.604 / 168 / 799
global placement: 23.7 / 2340 / 0.634 / 323 / 274
detailed placement: 23.7 / 2340 / 0.634 / 323 / 234
CTS: 24.9 / 2450 / 1.13 / 331 / 551
global route: 24.9 / 2450 / 1.15 / 331 / 459
finish: 24.9 / 2450 / 1.11 / 331 / 556
No activity file was given, so power comes from the tool's default toggle rates.
